<file path="/design/flow/design.v">
`timescale 1ns / 1ps
import defs::*;
module controller (
    input logic clk,
    input logic rst,
    input logic ui_done,
    input logic scatter_done,
    input logic pusher_done,
    input logic solver_done,
    input logic [31:0] num_steps_in,
    output logic [31:0] cnt_out,
    output logic ui_valid,
    output logic fifo_ready,
    output logic start_solve,
    output logic first,
    output logic rst_scatterer,
    output logic rst_pusher,
    output logic rst_solver
    );
    typedef enum {
        UI,
        SOLVE,
        RST_SOLVE,
        PUSH_SCATTER,
        SCATTER
    } state_t;
    state_t state;
    logic [31:0] num_steps;
    logic [31:0] cnt;
    assign cnt_out = cnt;
    assign num_steps = num_steps_in;
    always_ff @(posedge clk) begin
        if (rst) begin
            state <= UI;
            rst_scatterer <= 1'b1;
            rst_pusher <= 1'b1;
            rst_solver <= 1'b1;
            cnt <= '0;
            ui_valid <= 1'b1;
            fifo_ready <= 1'b0;
            first <= 1'b1;
            start_solve <= 1'b0;
        end else begin
            case (state)
                UI: begin
                    rst_scatterer <= 1'b0;
                    rst_pusher <= 1'b0;
                    rst_solver <= 1'b0;
                    if (ui_done) begin
                        state <= PUSH_SCATTER;
                        ui_valid <= 1'b0;
                        first <= 1'b1;
                        fifo_ready <= 1'b1;
                    end
                end
                PUSH_SCATTER: begin
                    rst_scatterer <= 1'b0;
                    if (pusher_done) begin
                        state <= SCATTER;
                        fifo_ready <= 1'b0;
                        first <= 1'b0;
                        cnt <= cnt + 1;
                        rst_pusher  <= 1'b1;
                    end
                end
                SCATTER: begin
                    if (cnt == num_steps) begin
                        state <= UI;
                        ui_valid <= 1'b1;
                    end
                    rst_pusher <= 1'b0;
                    if (scatter_done) begin
                        state <= RST_SOLVE;
                        rst_solver <= 1'b1;
                    end
                end
                RST_SOLVE: begin
                    state <= SOLVE;
                    rst_solver <= 1'b0;
                    start_solve <= 1'b1;
                end
                SOLVE: begin
                    start_solve <= 1'b0;
                    if (solver_done) begin
                        state <= PUSH_SCATTER;
                        rst_scatterer <= 1'b1;
                        fifo_ready <= 1'b1;
                    end
                end
            endcase
        end
    end
endmodule
</file>
<file path="/design/flow/run.sh">
#!/bin/bash
# OpenROAD 26Q1-2900-gdf79404cd8, Yosys 0.63+post, stock flow scripts
make -C /OpenROAD-flow-scripts/flow DESIGN_CONFIG=/design/flow/config.mk WORK_HOME=/design/flow/orfs finish
</file>
<file path="/design/flow/config.mk">
export PLATFORM = sky130hd
export DESIGN_NAME = controller
export DESIGN_NICKNAME = controller
export VERILOG_FILES = /design/flow/design.v
export SDC_FILE = /design/flow/constraint.sdc
export NUM_CORES = 4
export LEC_CHECK = 1
export CORE_UTILIZATION = 30
</file>
<file path="/design/flow/constraint.sdc">
current_design controller

set clk_period 7.3
set clk_io_pct 0.2

create_clock -name clk0 -period $clk_period [get_ports {clk}]

set non_clock_inputs [all_inputs -no_clocks]
set_input_delay [expr $clk_period * $clk_io_pct] -clock clk0 $non_clock_inputs
set_output_delay [expr $clk_period * $clk_io_pct] -clock clk0 [all_outputs]
</file>
==> results.yml <==
# flow metrics
power_and_ir_drop:
  irDropWorstVdd_uv: 61.4
  power_after_layout_mw: 0.455
  power.static_leakage_nw: 1.14
  power-per-cell-area_nw_per_um2: 141
die:
  initCoreUtil_pct: 31.2
  floorplan.die_area_um2: 7940
  core.rowCount: 31
  core_region_area_um2: 7290
  die_h_um: 89.1
  floorplan.io_pins: 77
  die-width_um: 89.1
routing:
  route.antenna.remaining_nets: 0
  routed_wirelength_um: 5790
  num_antenna_cells: 0
  dr_total_vias: 2015
  1st_iter_drt_viols: 40
  number_of_detailed_routing_iterations_run_before_antenna_repair: 4
  vias_per_std_cell: 4.65
  detail_route.wl_per_cell_um: 13.4
  drcViolationCount: 0
final_layout:
  drive_above_1_share_pct: 4.49
  area_growth_syn_to_layout_pct: 41.4
  logic_area_um2: 1350
  fillCellCount: 737
  finish.instance_area_um2: 3220
  area_taken_by_flip_flops_and_latches_um2: 881
critical_path:
  timing.critical_path.required_ps: 7460
  worstReg2RegEnd: "cnt[28]"
  timing.rr.start: "cnt[0]"
  reg2regPathDepth: 6
  critical_path_arrival_ps: 3360
  timing.critical_path.cells: "clkdlybuf4s50_1, nand3_1, nor4_4, nand4_1, xor2_1, nor2_1"
  crit_path_max_fanout: 10
  crit_buf_inv: 1
  critPathTopFamily: "simple AND/OR/NAND/NOR gates"
  worst-setup-path-type: "in2reg"
  worst_path_max_delay_cell: "sky130_fd_sc_hd__nor4_4"
  worstSetupStartpointType: "primary input"
  worst_setup_path_end_kind: "flip-flop"
  cpPeakStageDelay_ps: 660
  reg2reg_slack_ps: 5240
worst_hold_path:
  hold_class: "reg2reg"
  timing.hold.worst_path_depth: 1
  hold_path_end: "rst_pusher"
  startpoint_of_the_most_critical_hold_path: "rst_pusher"
timing:
  fin_crit_sh_pct: 43.8
  max-slew-margin-rel_pct: 58.5
  unrepaired_setup_endpoints_after_global_routing: "false"
  final_period_minus_worst_setup_slack_ps: 3200
  setup_violations: 0
  finalHoldViolCount: 0
  max_freq_mhz: 313
  timing_max_transition_violations_final: 0
  worst_slew_pin_slew_ps: 618
  setup_total_negative_slack_ps: 0
  skew_ps: 5.85
clock_tree:
  hold_buffers: 0
  cts.repair_timing.setup_buffer_count: 0
  ctsHtreeMaxLevel: 2
  cts_sinks: 44
  clkSlewWorstSetupHoldPaths_ps: 80
  cts_made_buffers: 5
  ctsLongestPathBuffers: 2
  cts_tree: "yes"
  cts_resized: 0
  clk_root_buffer_cell: "sky130_fd_sc_hd__clkbuf_8"
  clkLatencyLatePin_ps: 290
placed_design:
  gp_routability_congestion: 0.818
  port-buffer-count: 76
  post_dp_cell_area_um2: 3130
  dpl.hpwl_um: 4400
run:
  maxCapViolCount: 0
  warning_count: 25
run_status:
  run_status: "complete, no violations"
yosys:
  async_reset_ff_share_pct: 0
  synth.top_cells.by_area: "sky130_fd_sc_hd__dfxtp_1 39%, sky130_fd_sc_hd__xor2_1 13%, sky130_fd_sc_hd__xnor2_1 11%"
  synth_chip_area_um2: 2280
  top_area_share_pct: 38.7
  synth_stat.cells: 259
  synth.yosys.warnings: 2
  synthDominantAreaCellType: "sky130_fd_sc_hd__dfxtp_1"
  ys_dominant_reg_cell: "sky130_fd_sc_hd__dfxtp_1"
  netlist_area_pre_place_um2: 2280
  syn_inst: 259
  synth.ff_latch_count: 44
  common_cells: "44 x sky130_fd_sc_hd__dfxtp_1, 44 x sky130_fd_sc_hd__nor2_1, 33 x sky130_fd_sc_hd__xor2_1"
  synth-edff-count: 0
  sequential_area_share_after_synthesis_pct: 38.7
  post_synth.cell_area_avg_um2: 8.79
  synth.distinct_cells: 36
global_route:
  first_global_vias: 1828
  number_of_antenna_violations_at_the_first_check_in_global_routing: 0
  globalRoute.totalOverflow: 0
  grt_max_degree: 46
  grt_util_all_layers_pct: 15.1
  grt_first_pass_wirelength_um: 8960
layer usage:
layer  routed length [um]  track usage [%]
met3                  360             3.56
met4                   40             1.44
met2                 2520             22.1
met1                 2870             23.8
met5                    0                0
sequential cells by signal (all words and copies together), names as in the netlist:
signal / count
ui_valid: 1
first: 1
start_solve: 1
cnt: 32
rst_scatterer: 1
state: 5
rst_pusher: 1
fifo_ready: 1
rst_solver: 1
per-stage QoR:
stage,setup WS [ps],utilization (%),hold slack [ps],std cells
after floorplan,4680,-,412,259
after global placement,3820,42.9,468,425
after detailed placement,3820,42.9,472,425
after CTS,4120,44.1,491,433
after global routing,4000,44.1,515,433
final,4100,44.1,494,433
cells in the final DEF (no fill, tap or decap), drive strengths merged, types with 2 or more instances in the layout:
cell / synthesis / layout
clkdlybuf4s50: 0 / 76
and3: 4 / 4
nor2b: 2 / 2
dfxtp: 44 / 44
nand3b: 2 / 2
xor2: 33 / 33
o21ai: 5 / 5
and4: 4 / 4
clkbuf: 8 / 8
and2: 2 / 2
nor4: 3 / 3
nand2b: 2 / 2
nand4: 20 / 20
nor3: 5 / 5
nor2: 44 / 44
nand3: 16 / 16
a21oi: 8 / 8
nand2: 13 / 13
or3: 2 / 2
xnor2: 28 / 28
worst register-to-register path, delay by kind of cell (launching register included):
family	cells	cell delay (ps)
flops	1	470
simple gates	4	1100
xor+xnor	1	170
fa+ha+maj	1	190
worst max-delay path by stage:
stage	startpoint	end	slack (ps)	cells after the start
CTS	pusher_done	cnt[28]	4120	6
global route	pusher_done	cnt[18]	4000	6
finish	pusher_done	cnt[28]	4100	6
report_power, final:
| group | leakage [nW] | total, mW | switching [mW] | internal [mW] |
|---|---|---|---|---|
| sequential | 0.357 | 0.249 | 0.00462 | 0.244 |
| combinational | 0.735 | 0.0521 | 0.0181 | 0.0340 |
| clock | 0.0455 | 0.155 | 0.0774 | 0.0772 |
| total | 1.14 | 0.455 | 0.100 | 0.355 |
cell type report:
cell class	instances	share of cell area, %
timing repair buffer	77	23.9
sequential	44	27.4
inverter	1	0.117
multi-input combinational	204	42.0
tap	99	3.85
clock buffer	8	2.80
logic make-up (layout without fill, tap and decap cells):
kind of cell,count (synthesis),count (layout),share of synthesized area (%)
simple gates,121,121,29.4
xor+xnor,61,61,23.5
fa+ha+maj,1,1,0.549
buf+inv,11,86,1.92
compound gates,19,19,5.06
mux,2,2,0.934
flops,44,44,38.7
Power is estimated from default activity; no workload was simulated.
