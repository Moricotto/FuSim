### design.v
`timescale 1ns/1ps
module ui_char_seq (
  input            clk,           
  input            rst,           
  input            char_fifo_empty,
  output reg       char_fifo_rd_en,
  input      [7:0] char_fifo_dout,
  output reg       tx_data_val,
  output reg [7:0] tx_data,
  input            tx_done
);
  parameter [1:0]
    IDLE  = 2'b00,
    FETCH = 2'b01,
    WAIT  = 2'b10,
    SEND  = 2'b11;
  reg [1:0] state;
  reg       old_tx_done;
  always @(posedge clk)
  begin
    if (rst)
    begin
      char_fifo_rd_en <= 1'b0;
      tx_data_val     <= 1'b0;
      tx_data         <= 8'h0;
      state           <= IDLE;
      old_tx_done     <= 1'b0;
    end
    else
    begin
      old_tx_done     <= tx_done;
		char_fifo_rd_en <= 1'b0;
      case (state)
        IDLE: begin
          if (!char_fifo_empty)
          begin
            char_fifo_rd_en <= 1'b1;
            state <= FETCH;
          end
        end  
        FETCH: begin
          state <= WAIT;
        end  
        WAIT: begin
          tx_data     <= char_fifo_dout;
          tx_data_val <= 1'b1;
          state       <= SEND;
        end  
        SEND: begin
          if (tx_done && !old_tx_done)
          begin
            tx_data_val <= 1'b0;
            state       <= IDLE;
          end
        end  
      endcase
    end  
  end  
endmodule
### run.sh
#!/bin/bash
# OpenROAD 26Q1-2900-gdf79404cd8, Yosys 0.63+post, stock flow scripts
make -C /OpenROAD-flow-scripts/flow DESIGN_CONFIG=/design/flow/config.mk WORK_HOME=/design/flow/orfs finish
### config.mk
export PLATFORM = sky130hd
export DESIGN_NAME = ui_char_seq
export DESIGN_NICKNAME = ui_char_seq
export VERILOG_FILES = /design/flow/design.v
export SDC_FILE = /design/flow/constraint.sdc
export NUM_CORES = 4
export LEC_CHECK = 1
export CORE_AREA = 10 10 70 70
export DIE_AREA = 0 0 80 80
### constraint.sdc
current_design ui_char_seq

set clk_period 1.2
set clk_io_pct 0.2

create_clock -name clk0 -period $clk_period [get_ports {clk}]

set non_clock_inputs [all_inputs -no_clocks]
set_input_delay [expr $clk_period * $clk_io_pct] -clock clk0 $non_clock_inputs
set_output_delay [expr $clk_period * $clk_io_pct] -clock clk0 [all_outputs]
==> out/summary.txt <==
Cycle use final: 90.9%
OpenROAD warnings: 25
Drt pass-1 iters: 2
Synth warnings: 1
DR DRC count: 0
Largest net degree at the start of global routing: 11
Share of layout cells above drive strength 1: 27.4%
Worst-Margin Slew: 0.176 ns
Max Cap Viol: 0
Final WL: 1.20 mm
Clock Skews: 0.0136 ns
Post-Synthesis Cells: 46
Wl on met1: 510 microns
Root Buffer: clkbuf_4
Slew headroom: 88.2%
Die height: 80 microns
HP Class: reg -> reg
Startpoint class of the critical path: flip-flop
Leak: 0.344 nW
Top-area cell share: 58.1%
Yosys reg bits: 15
CTS Buf Count: 3
Fp_density: 15.1%
Global-route usage over all layers: 3.52%
Top Family by Delay on Critical Path: flip-flops
Worst-path cell chain: dlygate4sd2_1
Fin util: 24.1%
CP Data Arrival Time: 0.85 ns
Met2 wire len: 532 microns
Kind of critical path: reg -> out
Initial antenna violation count: 0
Buffers & Inverters on Critical Path: 1
Routed WL per cell: 10.1 microns
Worst slack, placed: 0.00950 ns
Tmin final: 1.09 ns
Worst-path maximum fanout: 2
Vias in the first global route: 388
Final WS setup: 0.109 ns
Detailed-route via count: 400
Top cells by area: dfxtp_1, mux2i_1, nor2_1, nor3b_1, nor2b_4
Mapped Area: 517 sq um
Cell taking the most area after synthesis: dfxtp_1
WL met3: 124 microns
Die area: 6400 sq um
Clock latency on the worst-skew pair: 0.28 ns
F_max: 917 MHz
Final hold vios: 0
Slew Viols, Final: 0
Worst path max stage delay: 0.33 ns
Area growth, synth to finish: 59.1%
CTS tree: yes
Critical Path Sink Type: output pin
Hold_buf cts: 0
Worst vdd ir: 0.349 mV
Syn Area/Cell: 11.2 sq um
FP Rows: 21
Distinct cells, synth: 14
RSZ-0062 raised after global routing: false
Status: finished, final reports clean
Final setup vio count: 0
I/O Buffers: 21
Via density: 3.36
Post-synthesis chip area from yosys: 517 sq um
Clk sinks: 15
Pwr Density: 1110 nW/um^2
Cells in synth_stat.txt: 46
Max Used Layer: met4
Core ar.: 3420 sq um
Clock edge transition at the registers on the reported setup and hold paths: 0.10 ns
Post-synth seq share: 58.1%
First-pass GRT wire length: 1.81 mm
Gp weighted congestion: 0.656
Bufs on Longest Clock Path: 2
Die W: 80 microns
CTS H-tree depth: 1
Final antenna-violating net count: 0
IO Count: 22
Slowest cell on crit path: dfxtp_2
Final setup TNS: 0 ns
GR Overflow Total: 0
Antenna diode count: 0
CP required: 0.96 ns
Initial drt markers: 11
Filler cells: 374
-- synthesized netlist by cell type --
cell and instances:
a21oi_1 2, a21oi_2 1, buf_4 1, buf_6 1
dfxtp_1 15, mux2i_1 8, nand2_1 1, nand2b_1 1
nand3b_1 1, nor2_1 9, nor2_2 1, nor2b_1 2
nor2b_4 1, nor3b_1 2
-- repair_timing --
item,4_1_cts,5_1_grt
setup buffers,1,0
resized,19,0
setup endpoints to repair,10,0
-- registers in the layout, indices dropped and copies added (netlist names) --
register and count:
old_tx_done 1, state 4, tx_data_val 1, char_fifo_rd_en 1, tx_data 8
-- power breakdown --
| part | total, W | leakage (nW) | internal (W) | switching, W |
|---|---|---|---|---|
| sequential | 0.000526 | 0.127 | 0.000518 | 0.00000794 |
| combinational | 0.000101 | 0.199 | 0.0000680 | 0.0000327 |
| clock | 0.000284 | 0.0177 | 0.000124 | 0.000161 |
-- metal layers --
layer,global-route usage (%),vias up
met3,1.82,2
met4,1.58,0
met1,3.94,176
met5,0,-
met2,5.46,15
li1,-,207
-- stage by stage --
stage                     hold WS (ns)  instance area (sq um)  cells  total power [W]
after CTS                        0.447                    822    119         0.000933
after detailed placement         0.423                    788    114         0.000644
after floorplan                  0.312                    517     46         0.000573
after global placement           0.420                    788    114         0.000642
after global routing             0.459                    822    119         0.000982
final                            0.444                    822    119         0.000911
-- area by class of cell --
type | count | area (sq um) | area share [%]
clock inverter | 1 | 5.00 | 0.609
clock buffer | 3 | 22.5 | 2.74
sequential | 15 | 312 | 37.9
tap | 46 | 57.6 | 7.00
multi-input combinational | 29 | 198 | 24.0
timing repair buffer | 25 | 228 | 27.7
-- worst paths after layout --
path / start / end / cells after the start / slack (ns)
max: tx_data_val$_SDFFE_PP0P_ / tx_data_val / 1 / 0.11
min: state[2]$_DFF_P_ / state[1]$_DFF_P_ / 1 / 0.44
max reg2reg: state[1]$_DFF_P_ / tx_data[1]$_SDFFE_PP0P_ / 3 / 0.30
min reg2reg: state[2]$_DFF_P_ / state[1]$_DFF_P_ / 1 / 0.44
-- kinds of logic (layout without fill, tap and decap cells) --
group	Yosys count	in the layout	synth area share, %
multiplexers	8	8	15.5
buffers and inverters	2	29	3.63
AND/OR/NAND/NOR	18	18	19.1
flip-flops	15	15	58.1
AND-OR/OR-AND	3	3	3.63
-- cells in the final DEF, fill, tap and decap left out, types with 2 or more instances in the layout --
cell / instances
dlygate4sd2_1: 10
clkbuf_4: 3
dfxtp_1: 6
nor2_1: 9
nor2b_1: 2
dfxtp_2: 9
buf_4: 4
a21oi_1: 2
clkdlybuf4s50_1: 11
mux2i_1: 8
nor3b_1: 2
No activity file was given, so power comes from the tool's default toggle rates.
