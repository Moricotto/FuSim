$ cat flow/design.v
`timescale 1ns/1ps
module ui_meta_harden #(
  parameter WIDTH = 1
) (
  input                   clk_dst,       
  input                   rst_dst,       
  input      [WIDTH-1:0]  signal_src,    
  output reg [WIDTH-1:0]  signal_dst     
);
  (* MAXDELAY = "2ns" *)
  reg [WIDTH-1:0] signal_meta;      
  always @(posedge clk_dst)
  begin
    if (rst_dst)
    begin
      signal_meta <= {WIDTH{1'b0}};
      signal_dst  <= {WIDTH{1'b0}};
    end
    else  
    begin
      signal_meta <= signal_src;
      signal_dst  <= signal_meta;
    end  
  end  
endmodule
`timescale 1ns/1ps
module ui_uart_baud_gen (
  input        clk,           
  input        rst,           
  output       baud_x16_en    
);
  parameter BAUD_RATE    =      500_000;               
  parameter CLOCK_RATE   =  400_000_000;
  localparam OVERSAMPLE_RATE = BAUD_RATE * 16;
  localparam DIVIDER = (CLOCK_RATE+OVERSAMPLE_RATE/2) / OVERSAMPLE_RATE;
  localparam OVERSAMPLE_VALUE = DIVIDER - 1;
  localparam CNT_WID = $clog2(DIVIDER);
  reg [CNT_WID-1:0] internal_count;
  reg               baud_x16_en_reg;
  wire [CNT_WID-1:0] internal_count_m_1;  
  assign internal_count_m_1 = internal_count - 1'b1;
  always @(posedge clk)
  begin
    if (rst)
    begin
      internal_count  <= OVERSAMPLE_VALUE;
      baud_x16_en_reg <= 1'b0;
    end
    else
    begin
      baud_x16_en_reg   <= (internal_count_m_1 == {CNT_WID{1'b0}});
      if (internal_count == {CNT_WID{1'b0}}) 
      begin
        internal_count    <= OVERSAMPLE_VALUE;
      end
      else  
      begin
        internal_count    <= internal_count_m_1;
      end
    end  
  end  
  assign baud_x16_en = baud_x16_en_reg;
endmodule
`timescale 1ns/1ps
module ui_uart_rx (
  input            clk,        
  input            rst,    
  input            rxd_i,         
  output     [7:0] rx_data,       
  output           rx_data_rdy,   
  output           frm_err        
);
  parameter BAUD_RATE    =     9_600;              
  parameter CLOCK_RATE   = 200_000_000;
  wire             rxd_clk_sys;    
  wire             baud_x16_en;   
  ui_meta_harden ui_meta_harden_rxd_i0 (
    .clk_dst      (clk),
    .rst_dst      (rst), 
    .signal_src   (rxd_i),
    .signal_dst   (rxd_clk_sys)
  );
  ui_uart_baud_gen #
  ( .BAUD_RATE  (BAUD_RATE),
    .CLOCK_RATE (CLOCK_RATE)
  ) ss_uart_baud_gen_rx_i0 (
    .clk         (clk),
    .rst         (rst),
    .baud_x16_en (baud_x16_en)
  );
  ui_uart_rx_ctl ui_uart_rx_ctl_i0 (
    .clk         (clk),
    .rst         (rst),
    .baud_x16_en (baud_x16_en),
    .rxd_clk_sys (rxd_clk_sys),
    .rx_data_rdy (rx_data_rdy),
    .rx_data     (rx_data),
    .frm_err     (frm_err)
  );
endmodule
`timescale 1ns/1ps
module ui_uart_rx_ctl (
  input            clk,           
  input            rst,           
  input            baud_x16_en,   
  input            rxd_clk_sys,   
  output reg [7:0] rx_data,       
  output reg       rx_data_rdy,   
  output reg       frm_err        
);
  localparam 
    IDLE  = 2'b00,
    START = 2'b01,
    DATA  = 2'b10,
    STOP  = 2'b11;
  reg [1:0]    state;              
  reg [3:0]    over_sample_cnt;    
  reg [2:0]    bit_cnt;            
  wire         over_sample_cnt_done;  
  wire         bit_cnt_done;          
  always @(posedge clk)
  begin
    if (rst)
    begin
      state       <= IDLE;
    end
    else
    begin
      if (baud_x16_en) 
      begin
        case (state)
          IDLE: begin
            if (!rxd_clk_sys)
            begin
              state <= START;
            end
          end  
          START: begin
            if (over_sample_cnt_done)
            begin
              if (!rxd_clk_sys)
              begin
                state <= DATA;
              end
              else
              begin
                state <= IDLE;
              end
            end  
          end  
          DATA: begin
            if (over_sample_cnt_done && bit_cnt_done)
            begin
              state <= STOP;
            end
          end  
          STOP: begin
            if (over_sample_cnt_done)
            begin
              state <= IDLE;
            end
          end  
        endcase
      end  
    end  
  end  
  always @(posedge clk)
  begin
    if (rst)
    begin
      over_sample_cnt    <= 4'd0;
    end
    else
    begin
      if (baud_x16_en) 
      begin
        if (!over_sample_cnt_done)
        begin
          over_sample_cnt <= over_sample_cnt - 1'b1;
        end
        else
        begin
          if ((state == IDLE) && !rxd_clk_sys)
          begin
            over_sample_cnt <= 4'd7;
          end
          else if ( ((state == START) && !rxd_clk_sys) || (state == DATA)  )
          begin
            over_sample_cnt <= 4'd15;
          end
        end
      end  
    end  
  end  
  assign over_sample_cnt_done = (over_sample_cnt == 4'd0);
  always @(posedge clk)
  begin
    if (rst)
    begin
      bit_cnt    <= 3'b0;
    end
    else
    begin
      if (baud_x16_en) 
      begin
        if (over_sample_cnt_done)
        begin
          if (state == START)
          begin
            bit_cnt <= 3'd0;
          end
          else if (state == DATA)
          begin
            bit_cnt <= bit_cnt + 1'b1;
          end
        end  
      end  
    end  
  end  
  assign bit_cnt_done = (bit_cnt == 3'd7);
  always @(posedge clk)
  begin
    if (rst)
    begin
      rx_data     <= 8'b0000_0000;
      rx_data_rdy <= 1'b0;
    end
    else
    begin
      if (baud_x16_en && over_sample_cnt_done) 
      begin
        if (state == DATA)
        begin
          rx_data[bit_cnt] <= rxd_clk_sys;
          rx_data_rdy      <= (bit_cnt == 3'd7);
        end
        else
        begin
          rx_data_rdy      <= 1'b0;
        end
      end
    end  
  end  
  always @(posedge clk)
  begin
    if (rst)
    begin
      frm_err     <= 1'b0;
    end
    else
    begin
      if (baud_x16_en) 
      begin
        if ((state == STOP) && over_sample_cnt_done && !rxd_clk_sys)
        begin
          frm_err <= 1'b1;
        end
        else
        begin
          frm_err <= 1'b0;
        end
      end  
    end  
  end  
endmodule
$ cat flow/run.sh
#!/bin/bash
# OpenROAD 26Q1-2900-gdf79404cd8, Yosys 0.63+post, stock flow scripts
make -C /OpenROAD-flow-scripts/flow DESIGN_CONFIG=/design/flow/config.mk WORK_HOME=/design/flow/orfs finish
$ cat flow/config.mk
export PLATFORM = sky130hd
export DESIGN_NAME = ui_uart_rx
export DESIGN_NICKNAME = ui_uart_rx
export VERILOG_FILES = /design/flow/design.v
export SDC_FILE = /design/flow/constraint.sdc
export NUM_CORES = 4
export LEC_CHECK = 1
export CORE_AREA = 10 10 113 113
export DIE_AREA = 0 0 123 123
$ cat flow/constraint.sdc
current_design ui_uart_rx

set clk_period 4.7
set clk_io_pct 0.2

create_clock -name clk0 -period $clk_period [get_ports {clk}]

set non_clock_inputs [all_inputs -no_clocks]
set_input_delay [expr $clk_period * $clk_io_pct] -clock clk0 $non_clock_inputs
set_output_delay [expr $clk_period * $clk_io_pct] -clock clk0 [all_outputs]
==> out/qor.csv <==
metric;value;unit
async_flop_share;0;%
p_leak;0.000685;uW
p_seq_share;51.0;%
area_growth;21.5;%
postSynthSeqShare;41.7;%
crit_path_max_fanout;21;
rsz0062_at_grt;no;
n_fill_cell;1125;
crit_type;in -> reg;
grt_max_degree;22;
placed_area;1930;sq um
yosys_cells;189;
ys.flop_type;dfxtp_1;
hold_buffers;0;
switchingPower;135;uW
cap_violations;0;
htreeDepth;2;
tightest_slew;0.722;ns
clk_pin_slew_worst_paths;0.08;ns
power.density;296;nW/um^2
drive_above_1_share;6.47;%
setup_viol;0;
status;completed;
min_path_type;reg -> reg;
firstDrtPassIters;4;
initCoreUtil;16.3;%
detail-route-antenna-nets;0;
p_int;469;uW
cts_tree;built;
hold_violations;0;
viasPerCell;4.08;
min_period_over_period;55.1;%
largest_register;ss_uart_baud_gen_rx_i0.internal_count;
post_cts_buffers;0;
portBuffers;12;
drt_iter0_drc;94;
post-dp-hpwl;2.47;mm
num_rows;37;
globalplace.congestion;0.852;
ys.warnings.count;3;
largest_reg_flops;11;
cts_resized;0;
synth_cell_types;46;
die_h;123;microns
switching_share;22.3;%
endpoint_kind;flip-flop;
power_frac_comb;4.0;%
most_common_cell;dfxtp_1;
vias;1376;
ios;13;
clkLatencyLatePin;0.29;ns
wire_per_inst;10.2;microns
fin_hold_ws;0.427;ns
clock_path_buffers;2;
setup_slack;2.11;ns
chipArea;15100;sq um
grt_pass1_wl;6.17;mm
finClkSkew;0.0111;ns
cp.required;4.88;ns
design_area;2040;sq um
cts_buffers;5;
fmax;386;MHz
synth.avg_cell_area;8.88;sq um
grt_pass1_vias;1304;
core-area;10300;sq um
maxSlewHeadroom;51.7;%
root_buffer;clkbuf_8;
drc;0;
post-place-ws;1.82;ns
reg.largest.list;ss_uart_baud_gen_rx_i0.internal_count x11, ui_uart_rx_ctl_i0.rx_data x8;
tool_warnings;29;
cp-start-kind;input pin;
yosys-top-cells-area;dfxtp_1, ha_1, nor2_1;
diodes;0;
maxSlewViolCount;0;
ir_drop;0.168;mV
grt_antenna_before_repair;0;
clock_sinks;35;
top_area_share;41.7;%
synthTopCellsByCount;dfxtp_1, nor2_1, nand2_1, inv_1;
grtUsageTotal;4.76;%
synth_top_cell_by_area;dfxtp_1;
tns;0;ns
drt_wl_total;3.45;mm
syn_area;1680;sq um
numSynthFlops;35;
edf_count;0;
synth-area-yosys;1680;sq um
overflow;0;
clockPowerShare;45.0;%
syn_inst;189;
min_period;2.59;ns
worstPathArrival;2.77;ns
die_width;123;microns
## placed cells by master (no fill, tap or decap), types with 2 or more instances in the layout
cell type and n:
inv_1 12, o21bai_1 2, clkbuf_8 5, a21oi_1 8
a32o_1 6, xnor2_1 5, and3_1 3, nor2b_1 2
dfxtp_1 35, nor3_1 4, clkdlybuf4s50_1 12, a22oi_1 3
nand2_1 15, nor4_2 2, or3_1 4, ha_1 8
o41ai_1 2, o31ai_1 3, o22ai_1 2, nand3_1 4
a311oi_1 2, o211ai_1 2, nand4b_1 3, nor2_1 26
a31oi_1 3, o21ai_0 5, xor2_1 2
## metrics by stage
stage	utilization (%)	cells	total power, uW
floorplan	-	189	332
global placement	18.7	329	339
detailed placement	18.7	329	339
CTS	19.8	337	613
global route	19.8	337	629
finish	19.8	337	604
## layer usage
metal | GRT usage (%) | vias up | part of all wire [%]
li1 | - | 710 | -
met1 | 7.00 | 637 | 50
met2 | 7.20 | 27 | 45
met3 | 1.20 | 2 | 4.9
met4 | 0.437 | 0 | 0.20
met5 | 0 | - | 0
## power by group through the flow
stage	sequential [uW]	clock, uW	combinational (uW)
4_1_cts	308	281	24.5
5_1_grt	309	291	28.5
6_report	308	272	24.4
## path summary, 6_finish.rpt
check	startpoint	endpoint	slack, ns	depth (start not counted)
max	rst	ss_uart_baud_gen_rx_i0.baud_x16_en_reg$_SDFF_PP0_	2.11	5
min	ui_meta_harden_rxd_i0.signal_meta$_SDFF_PP0_	ui_meta_harden_rxd_i0.signal_dst$_SDFF_PP0_	0.43	1
max reg2reg	ss_uart_baud_gen_rx_i0.internal_count[0]$_SDFF_PP1_	ss_uart_baud_gen_rx_i0.internal_count[5]$_SDFF_PP0_	2.59	6
min reg2reg	ui_meta_harden_rxd_i0.signal_meta$_SDFF_PP0_	ui_meta_harden_rxd_i0.signal_dst$_SDFF_PP0_	0.43	1
## layout make-up
cell class,count,area [sq um],share of cell area [%]
inverter,12,45.0,2.21
clock inverter,3,43.8,2.15
multi-input combinational,134,892,43.7
clock buffer,5,68.8,3.37
sequential,35,701,34.3
timing repair buffer,12,120,5.89
tap,136,170,8.34
## critical path, stage by stage
cell and delay (ns):
clkdlybuf4s50_1 0.78, inv_1 0.47, nand2_1 0.12, nand4b_1 0.19, a311oi_1 0.27
## logic make-up after synthesis
family,after synthesis,share of synthesized area [%]
compound gates,43,18.5
mux,1,0.596
flops,35,41.7
simple gates,75,24.4
xor+xnor,7,3.65
fa+ha+maj,8,5.96
buf+inv,20,5.14
Power is estimated from default activity; no workload was simulated.
