**/design/flow/design.v**
```verilog
`timescale 1ns/1ps
module ui_uart_baud_gen (
  input        clk,           
  input        rst,           
  output       baud_x16_en    
);
  parameter BAUD_RATE    =      500_000;               
  parameter CLOCK_RATE   =  400_000_000;
  localparam OVERSAMPLE_RATE = BAUD_RATE * 16;
  localparam DIVIDER = (CLOCK_RATE+OVERSAMPLE_RATE/2) / OVERSAMPLE_RATE;
  localparam OVERSAMPLE_VALUE = DIVIDER - 1;
  localparam CNT_WID = $clog2(DIVIDER);
  reg [CNT_WID-1:0] internal_count;
  reg               baud_x16_en_reg;
  wire [CNT_WID-1:0] internal_count_m_1;  
  assign internal_count_m_1 = internal_count - 1'b1;
  always @(posedge clk)
  begin
    if (rst)
    begin
      internal_count  <= OVERSAMPLE_VALUE;
      baud_x16_en_reg <= 1'b0;
    end
    else
    begin
      baud_x16_en_reg   <= (internal_count_m_1 == {CNT_WID{1'b0}});
      if (internal_count == {CNT_WID{1'b0}}) 
      begin
        internal_count    <= OVERSAMPLE_VALUE;
      end
      else  
      begin
        internal_count    <= internal_count_m_1;
      end
    end  
  end  
  assign baud_x16_en = baud_x16_en_reg;
endmodule
`timescale 1ns/1ps
module ui_uart_tx (
  input        clk,       
  input        rst,       
  input        tx_data_val,      
  input  [7:0] tx_data,          
  output       tx_done,          
  output       txd_o             
);
  parameter BAUD_RATE    =     9_600;               
  parameter CLOCK_RATE   = 200_000_000;
  wire             baud_x16_en;   
  ui_uart_baud_gen #
  ( .BAUD_RATE  (BAUD_RATE),
    .CLOCK_RATE (CLOCK_RATE)
  ) ss_uart_baud_gen_tx_i0 (
    .clk         (clk),
    .rst         (rst),
    .baud_x16_en (baud_x16_en)
  );
  ui_uart_tx_ctl ui_uart_tx_ctl_i0 (
    .clk	        (clk),          
    .rst	        (rst),          
    .baud_x16_en        (baud_x16_en),  
    .tx_data_val	(tx_data_val),  
    .tx_data	        (tx_data),      
    .tx_done	        (tx_done),      
    .txd_o	        (txd_o)         
  );
endmodule
`timescale 1ns/1ps
module ui_uart_tx_ctl (
  input            clk,              
  input            rst,              
  input            baud_x16_en,      
  input            tx_data_val,      
  input      [7:0] tx_data,          
  output reg       tx_done,          
  output reg       txd_o             
);
  localparam 
    IDLE  = 2'b00,
    START = 2'b01,
    DATA  = 2'b10,
    STOP  = 2'b11;
  reg [1:0]    state;              
  reg [3:0]    over_sample_cnt;    
  reg [2:0]    bit_cnt;            
  wire         over_sample_cnt_done;  
  wire         bit_cnt_done;          
  always @(posedge clk)
  begin
    if (rst)
    begin
      state         <= IDLE;
      tx_done       <= 1'b0;
    end
    else
    begin
      if (baud_x16_en) 
      begin
        tx_done <= 1'b0;
        case (state)
          IDLE: begin
            if (tx_data_val)
            begin
              state <= START;
            end
          end  
          START: begin
            if (over_sample_cnt_done)
            begin
              state <= DATA;
            end  
          end  
          DATA: begin
            if (over_sample_cnt_done && bit_cnt_done)
            begin
              tx_done       <= 1'b1;
              state         <= STOP;
            end
          end  
          STOP: begin
            if (over_sample_cnt_done)
            begin
              if (!tx_data_val)
              begin
                state <= IDLE;
              end
              else
              begin
                state <= START;
              end
            end
          end  
        endcase
      end  
    end  
  end  
  always @(posedge clk)
  begin
    if (rst)
    begin
      over_sample_cnt    <= 4'd0;
    end
    else
    begin
      if (baud_x16_en) 
      begin
        if (!over_sample_cnt_done)
        begin
          over_sample_cnt <= over_sample_cnt - 1'b1;
        end
        else
        begin
          if (((state == IDLE) && tx_data_val) ||
              (state == START) || 
              (state == DATA)  ||
              ((state == STOP) && tx_data_val))
          begin
            over_sample_cnt <= 4'd15;
          end
        end
      end  
    end  
  end  
  assign over_sample_cnt_done = (over_sample_cnt == 4'd0);
  always @(posedge clk)
  begin
    if (rst)
    begin
      bit_cnt    <= 3'b0;
    end
    else
    begin
      if (baud_x16_en) 
      begin
        if (over_sample_cnt_done)
        begin
          if (state == START)
          begin
            bit_cnt <= 3'd0;
          end
          else if (state == DATA)
          begin
            bit_cnt <= bit_cnt + 1'b1;
          end
        end  
      end  
    end  
  end  
  assign bit_cnt_done = (bit_cnt == 3'd7);
  always @(posedge clk)
  begin
    if (rst)
    begin
      txd_o    <= 1'b1;
    end
    else
    begin
      if (baud_x16_en)
      begin
        if ((state == STOP) || (state == IDLE))
        begin
          txd_o <= 1'b1;
        end
        else if (state == START)
        begin
          txd_o <= 1'b0;
        end
        else  
        begin
          txd_o <= tx_data[bit_cnt];
        end
      end  
    end  
  end  
endmodule
```
**/design/flow/run.sh**
```bash
#!/bin/bash
# OpenROAD 26Q1-2900-gdf79404cd8, Yosys 0.63+post, stock flow scripts
make -C /OpenROAD-flow-scripts/flow DESIGN_CONFIG=/design/flow/config.mk WORK_HOME=/design/flow/orfs finish
```
**/design/flow/config.mk**
```make
export PLATFORM = sky130hd
export DESIGN_NAME = ui_uart_tx
export DESIGN_NICKNAME = ui_uart_tx
export VERILOG_FILES = /design/flow/design.v
export SDC_FILE = /design/flow/constraint.sdc
export NUM_CORES = 4
export LEC_CHECK = 1
export CORE_AREA = 10 10 99 99
export DIE_AREA = 0 0 109 109
```
**/design/flow/constraint.sdc**
```tcl
current_design ui_uart_tx

set clk_period 4.8
set clk_io_pct 0.2

create_clock -name clk0 -period $clk_period [get_ports {clk}]

set non_clock_inputs [all_inputs -no_clocks]
set_input_delay [expr $clk_period * $clk_io_pct] -clock clk0 $non_clock_inputs
set_output_delay [expr $clk_period * $clk_io_pct] -clock clk0 [all_outputs]
```
==> impl_metrics.json <==
{
  "status": "finished clean",
  "post_dp_cell_area_um2": 1480,
  "insertedDiodeCount": 0,
  "largest_register_ffs": 11,
  "postSynth.asyncResetShare_pct": 0,
  "period_used_pct": 45.9,
  "pwr_density_cell_nw_per_um2": 242,
  "fill_cells": 841,
  "drt-wirelength-per-cell_um": 9.58,
  "fin_tns_setup_ns": 0,
  "routabilityCongestion": 0.812,
  "worst_pin_slew_ns": 0.620,
  "min_from": "ss_uart_baud_gen_tx_i0.internal_count[0]$_SDFF_PP1_",
  "yosysWarnings": 2,
  "clock.latency.late_pin_ns": 0.27,
  "synth_cells": 142,
  "ff2ff_path_depth": 6,
  "grt_pass1_vias": 948,
  "finalInstanceArea_um2": 1530,
  "io_pins": 13,
  "grt_start_max_net_pins": 18,
  "grt-busiest-layer": "met2",
  "routed_via_density": 3.96,
  "top_area_share_pct": 40.0,
  "hold_violations": 0,
  "timing.final.ws_setup_ns": 2.60,
  "overflow": 0,
  "wl_um": 2440,
  "syn_area_per_cell_um2": 8.81,
  "cap_viol_max_count": 0,
  "grt_pass1_wl_um": 4220,
  "die_y_um": 109,
  "port_buffers": 12,
  "ys_cells": 142,
  "met2_usage_pct": 6.34,
  "top_cells_by_count": "dfxtp_1, nor2_1, a21oi_1",
  "clk_path_buf_depth": 2,
  "die_x_um": 109,
  "r2r_start": "ss_uart_baud_gen_tx_i0.internal_count[0]$_SDFF_PP1_",
  "ir_drop_mv": 0.0754,
  "synth-area-yosys_um2": 1250,
  "start_kind": "input pin",
  "min_path_type": "reg2reg",
  "area_delta_synth_final_pct": 22.1,
  "finalSetupViolCount": 0,
  "final_antenna_net_count": 0,
  "required_ns": 4.94,
  "critPathKind": "in2reg",
  "synth-main-ff-cell": "dfxtp_1",
  "row_count": 32,
  "endpoint_kind": "register",
  "slew_headroom_pct": 58.5,
  "cts_root_buf": "clkbuf_8",
  "cts_setup_buffers": 0,
  "hold_buffers": 0,
  "rsz0062_at_grt": "no",
  "fin_crit_ns": 2.20,
  "ys_seq_share_pct": 40.0,
  "edf_count": 0,
  "drt_iter0_markers": 43,
  "place_ws_ns": 2.30,
  "core_um2": 7730,
  "met1_usage_pct": 5.76,
  "path_max_fanout": 17,
  "largest_area_cell": "dfxtp_1",
  "fp-utilization_pct": 16.2,
  "die_area_um2": 11900,
  "p_leak_nw": 0.488,
  "track_usage_pct": 4.17,
  "synth_flop_count": 25,
  "clk_pin_slew_worst_paths_ns": 0.09,
  "topCellsByArea": "dfxtp_1, nor2_1, ha_1, xnor2_1, a21oi_1",
  "netlist_area_um2": 1250,
  "finClkSkew_ns": 0.00523,
  "cts_tree": "yes",
  "vias": 1011,
  "drive_above_1_share_pct": 7.19,
  "log.warning_count": 27,
  "slew_viol_final": 0,
  "top_register": "ss_uart_baud_gen_tx_i0.internal_count",
  "synth_cell_types": 45,
  "first_pass_iters": 4,
  "htree_levels": 1,
  "cts_buffers": 3,
  "antenna_found_initial": 0,
  "reg_top3": "ss_uart_baud_gen_tx_i0.internal_count x11, ui_uart_tx_ctl_i0.over_sample_cnt x4, ui_uart_tx_ctl_i0.state x4",
  "dpl.hpwl_um": 1870,
  "cts_resized": 0,
  "holdPathStages": 1,
  "finalPower_mw": 0.370,
  "grtUsageMet3_pct": 1.31,
  "cts_sinks": 25,
  "fmax_ghz": 0.454,
  "route.detailed.drc": 0,
  "crit_start": "rst",
  "cp.arrival_ns": 2.34,
  "top_cell": "dfxtp_1"
}
-- power breakdown --
part | total, mW | switching, mW | leakage [nW] | internal (mW)
registers | 0.214 | 0.00384 | 0.202 | 0.210
clock network | 0.126 | 0.0668 | 0.0217 | 0.0587
logic | 0.0299 | 0.0143 | 0.264 | 0.0156
-- metal layers --
| layer | up-vias | wire length, um |
|---|---|---|
| li1 | 532 | - |
| met3 | 2 | 146 |
| met1 | 460 | 1250 |
| met2 | 17 | 1030 |
| met4 | 0 | 24 |
| met5 | - | 0 |
-- final cells by class --
class	instances	area [um2]	area share, %
Timing Repair Buffer	12	120	7.86
Multi-Input combinational cell	104	701	45.9
Clock inverter	1	7.51	0.491
Clock buffer	3	41.3	2.70
Inverter	8	30.0	1.97
Tap cell	102	128	8.35
Sequential cell	25	500	32.8
-- through the flow --
step           utilization (%)  cells  hold slack [ns]
2_1_floorplan                -    142            0.407
3_3_place_gp              19.1    251            0.431
3_5_place_dp              19.1    251            0.429
4_1_cts                   19.8    255            0.453
5_1_grt                   19.8    255            0.467
6_report                  19.8    255            0.450
-- cells by family (layout without fill, tap and decap cells) --
| family | Yosys count | after routing | synth area share, % |
|---|---|---|---|
| xor+xnor | 9 | 9 | 6.30 |
| mux | 3 | 3 | 3.40 |
| compound gates | 31 | 31 | 17.0 |
| buf+inv | 13 | 24 | 4.00 |
| flops | 25 | 25 | 40.0 |
| fa+ha+maj | 6 | 6 | 6.00 |
| simple gates | 55 | 55 | 23.3 |
-- placed cells by master, fill, tap and decap left out, types with 2 or more instances in the layout --
cell type,instances
mux2i_1,2
or2_2,2
clkbuf_8,3
a22oi_1,4
a311oi_1,2
nand2_1,8
dfxtp_1,25
nor3_1,6
or4_1,2
ha_1,6
inv_1,8
o21ai_0,4
clkdlybuf4s50_1,12
nor4_1,2
xor2_1,3
a21oi_1,9
nor2_1,21
xnor2_1,6
-- worst max-delay path, stage by stage --
cell,delay [ns]
clkdlybuf4s50_1,0.72
a41oi_1,0.52
o21ai_0,0.14
-- final timing paths --
check	endpoint	slack, ns
worst max-delay path	ss_uart_baud_gen_tx_i0.internal_count[2]$_SDFF_PP1_	2.60
worst min-delay path	ss_uart_baud_gen_tx_i0.internal_count[0]$_SDFF_PP1_	0.45
worst max register to register	ss_uart_baud_gen_tx_i0.baud_x16_en_reg$_SDFF_PP0_	2.92
worst min register to register	ss_uart_baud_gen_tx_i0.internal_count[0]$_SDFF_PP1_	0.45
Power and IR drop assume default switching activity.
